--- config.mk ---
export PLATFORM = sky130hd
export DESIGN_NAME = dataMem
export DESIGN_NICKNAME = dataMem
export VERILOG_FILES = /design/flow/design.v
export SDC_FILE = /design/flow/constraint.sdc
export NUM_CORES = 4
export LEC_CHECK = 1
export CORE_UTILIZATION = 30
--- constraint.sdc ---
current_design dataMem

set clk_period 2.5
set clk_io_pct 0.2

create_clock -name clk0 -period $clk_period [get_ports {clk}]

set non_clock_inputs [all_inputs -no_clocks]
set_input_delay [expr $clk_period * $clk_io_pct] -clock clk0 $non_clock_inputs
set_output_delay [expr $clk_period * $clk_io_pct] -clock clk0 [all_outputs]
--- design.v ---
`timescale 1ns / 1ps
module dataMem( input logic clk, reset, writeEnable, input logic [7:0] writeData, input logic [3:0] writeAddress,
                input logic [3:0] readAddress1, readAddress2,
                output logic [7:0] readData1, readData2);
    logic [7:0] memory [15:0];  
    initial begin
        for ( int i = 0; i < 16; i++) begin
            memory[i] = 8'b0;
        end
    end 
    always_ff @( posedge clk, posedge reset)
        if ( reset) begin
            for ( int i = 0; i < 16; i++) begin
                memory[i] = 8'b0;
            end
        end
        else if ( writeEnable) begin
            memory[writeAddress] <= writeData;
        end
    assign readData1 = memory[readAddress1];
    assign readData2 = memory[readAddress2];              
endmodule
--- run.sh ---
#!/bin/bash
# OpenROAD 26Q1-2900-gdf79404cd8, Yosys 0.63+post, stock flow scripts
make -C /OpenROAD-flow-scripts/flow DESIGN_CONFIG=/design/flow/config.mk WORK_HOME=/design/flow/orfs finish
==> metrics.cfg <==
[layout]
seq_area_um2=3200
largest_register=memory
drive_gt1_frac=0.542
stdcell_area_um2=10200
syn2layout_area_growth_pct=43.1
fillers=2098
reg_top3=memory (128)
final_layout_top_logic_cells=mux2_2, dfrtp_1, buf_4, nor2_1, buf_6
largest_reg_flops=128
combGateArea_um2=4190
layout_top_cell=mux2_2

[final_timing]
slew_headroom=0.478
drv_slew=0
finalSetupViolations=1
setup_tns_ps=-80.2
whs_ps=540
tightest_slew_ps=783
fmax_mhz=388
finalClockPeriodUsage=1.03
period_needed_ps=2580
hold_viol_final=0
rsz0062_at_grt=yes
fin_skew_ps=0
setup_slack_ps=-80.2

[clock_network]
clock_latency_ps=420
cts_buffer_depth=2
numCtsBuffers=17
tritoncts=yes
htree_levels=4
cts-root-buf=clkbuf_16
path_clk_slew_ps=60
clock-sinks=128

[drt]
drt_iter0_markers=482
n_antenna_cell=0
via_per_inst=5.49
vias=6237
totalWireLength_mm=25.4
routedWlPerCell_um=22.3
detail-route-antenna-nets=0
remaining_drc_errors=0
first_pass_iters=5

[worst_setup_path]
cp_top_family=AND-OR/OR-AND gates
path_max_fanout=2
worstSetupEndpointType=primary output
arrival_ps=2080
crit_required_ps=2000
startpoint_type=flop
path_class=flop to primary output
critPathSlowestCell=mux4_2
cpPeakStageDelay_ps=480
worstReg2RegStart=memory[10][6]$_DFFE_PP0P_
worst-r2r-setup-slack_ps=1600
path_cells=mux4_2 -> a221o_1 -> o32a_1 -> buf_2
reg2reg_to=memory[10][6]$_DFFE_PP0P_
ff2ff_path_depth=2
crit_buf_inv=1

[min_path]
hp-class=flop to flop
hold_start=memory[12][0]$_DFFE_PP0P_
min_to=memory[12][0]$_DFFE_PP0P_
holdPathStages=1

[synth]
mux_area_frac=0.260
top_logic_kind=multiplexers
synth.cellmix.xorXnorShare=0
async_flop_share=1.00
yosys_warnings=2
ff_type=dfrtp_1
synth_stat.cells=642
avgSynthCellArea_um2=11.1
synth_cells=642
edf_count=0
synth-area-yosys_um2=7150
ys_sh_adder=0
synth_cell_types=48
synth-seq-cells=128
simple_gate_area_frac=0.100
ys_seq_frac=0.448
synth_area_um2=7150
aoi_share=0.154

[place]
placed_area_um2=8590
pre_cts_slack_ps=-798
port_buffers=38
gp_congestion=0.989
dp_hpwl_mm=17.8

[run_status]
violations=negative setup slack
outcome=finished, violations left

[floorplanning]
fp_util=0.306
boundaryPins=39
die_x_um=156
die_h_um=156
die_area_um2=24500
num_rows=56
core-area_um2=23400

[grt]
antenna_found_initial=0
grt_overflow=0
grt_pass1_wl_mm=38.7
grt_use_total=0.222
grt_pass1_vias=6200
grt_max_degree=129

[power]
power.total_w=0.00742
power_density_nw_per_um2=725
ir_worst_vdd_mv=0.356
p_leak_nw=4.32

[job]
warning_count=29
maxCapViolCount=0

-- metal layers --
layer | vias to the layer above | wire length (um) | track usage
li1 | 2773 | - | -
met1 | 3130 | 11400 | 0.333
met2 | 274 | 11100 | 0.319
met3 | 60 | 1860 | 0.0525
met4 | 0 | 1020 | 0.0822
met5 | - | 0 | 0
-- synth_stat cells (2+ instances only) --
master     instances  area share
a21oi_1           24       0.017
a221oi_1          11       0.013
a22o_1             7      0.0086
a22oi_1           37       0.039
a31oi_1           10      0.0087
a32o_1             7      0.0098
a32oi_1            5      0.0061
buf_2             21       0.015
buf_4              6      0.0063
clkbuf_1          22       0.012
dfrtp_1          128        0.45
inv_1              6      0.0031
mux2_2           134        0.21
mux2i_1           20       0.028
mux4_2             5       0.016
nand2_1           23       0.012
nand2b_1          12       0.010
nand3_1           12      0.0084
nand3b_1           3      0.0031
nand4_1            2      0.0017
nor2_1            46       0.024
nor2_2             9      0.0079
nor2b_1           21       0.018
nor3_1             8      0.0056
o2111ai_1          2      0.0024
o211ai_1           4      0.0042
o21ai_0           12      0.0084
o22ai_1           16       0.014
o32a_1             7      0.0098
o32ai_1            2      0.0024
or3_1              3      0.0026
-- worst max-delay path by stage --
| stage | startpoint | to | slack [ps] | cells past startpoint |
|---|---|---|---|---|
| after CTS | memory[10][6]$_DFFE_PP0P_ | readData1[6] | -130 | 4 |
| after global routing | memory[10][6]$_DFFE_PP0P_ | readData1[6] | -160 | 4 |
| final | memory[10][6]$_DFFE_PP0P_ | readData1[6] | -80 | 4 |
-- layout make-up --
| cell class | count | share of cell area |
|---|---|---|
| clock inverters | 11 | 0.0159 |
| clock buffers | 21 | 0.0440 |
| multi-input cells | 458 | 0.409 |
| inverters | 6 | 0.00293 |
| repair buffers | 193 | 0.176 |
| well taps | 319 | 0.0390 |
| flip-flops and latches | 128 | 0.313 |
-- where the power goes --
group	total [W]	leakage (nW)	internal, W	switching [W]
clock	0.00261	0.293	0.00169	0.000919
sequential	0.00310	1.57	0.00256	0.000539
combinational	0.00172	2.46	0.00101	0.000712
total	0.00742	4.32	0.00525	0.00217
-- per-stage QoR --
stage,util,std cells
final,0.437,1136
after global routing,0.437,1136
after global placement,0.367,1058
after detailed placement,0.367,1058
after floorplan,-,642
after CTS,0.434,1138
-- repair_timing --
item | CTS | global route
hold buffers | 0 | 0
endpoints found under the setup margin | 16 | 15
hold endpoints to repair | 0 | 0
setup buffers | 45 | 2
pin swaps | 48 | 29
cloned | 4 | 0
gates resized | 201 | 40
-- cells by family after synthesis --
group,Yosys count
AND-OR/OR-AND,152
multiplexers,161
flip-flops,128
AND/OR/NAND/NOR,145
buffers and inverters,56
Power figures rest on the tool's default switching activity, not on a simulated workload.
