### flow/run.sh
#!/bin/bash
# OpenROAD 26Q1-2900-gdf79404cd8, Yosys 0.63+post, stock flow scripts
make -C /OpenROAD-flow-scripts/flow DESIGN_CONFIG=/design/flow/config.mk WORK_HOME=/design/flow/orfs finish
### flow/config.mk
export PLATFORM = sky130hd
export DESIGN_NAME = debouncer
export DESIGN_NICKNAME = debouncer
export VERILOG_FILES = /design/flow/design.v
export SDC_FILE = /design/flow/constraint.sdc
export NUM_CORES = 4
export LEC_CHECK = 1
export CORE_AREA = 10 10 110 110
export DIE_AREA = 0 0 120 120
### flow/constraint.sdc
current_design debouncer

set clk_period 8.8
set clk_io_pct 0.2

create_clock -name clk0 -period $clk_period [get_ports {clk}]

set non_clock_inputs [all_inputs -no_clocks]
set_input_delay [expr $clk_period * $clk_io_pct] -clock clk0 $non_clock_inputs
set_output_delay [expr $clk_period * $clk_io_pct] -clock clk0 [all_outputs]
### flow/design.v
`timescale 1ns / 1ps
module debouncer(input logic clk, input logic button,output logic pulse );
logic [24:0] timer;
typedef enum logic [1:0]{S0,S1,S2,S3} states;
states state, nextState;
logic gotInput;
always_ff@(posedge clk)
    begin    
        state <= nextState;
        if(gotInput)
            timer <= 25000000; 
        else
            timer <= timer - 1;
    end
always_comb
    case(state)
        S0: if(button) 
            begin  
                nextState = S1;    
                gotInput = 1;
            end
            else begin nextState = S0; gotInput = 0; end
        S1: begin nextState = S2; gotInput = 0; end
        S2: begin nextState = S3; gotInput = 0; end
        S3: begin if(timer == 0) nextState = S0; else nextState = S3; gotInput = 0; end
        default: begin nextState = S0; gotInput = 0; end
        endcase
assign pulse = ( state == S1 );
endmodule
==> results.ini <==
[timing]
setup_violations=0
fin_crit_sh_pct=34.8
setup_tns_ps=0
max_freq_mhz=326
tightest_slew_ps=856
relSlewSlack_pct=42.5
skew_ps=6.99
fin_crit_ps=3060
fin_hold_ws_ps=445
hold_violations=0
rsz0062_at_grt=false
slew_violations=0

[floorplan]
row_count=36
io_pins=3
die_w_um=120
chipArea_sq_um=14400
fp_util_pct=12.4
core_sq_um=9770
die_y_um=120

[logic_synthesis]
syn_area_per_cell_sq_um=8.79
yosys-stat-cells=138
synth_warnings=1
ff_type=dfxtp_1
synthTopLogicFamily=simple AND/OR/NAND/NOR gates
edf_count=0
ys_seq_share_pct=44.6
ys_sh_xor_pct=5.06
synth_area_sq_um=1210
postSynth.asyncResetShare_pct=0
synth_top_area_share_pct=44.6
ys_sh_aoi_pct=11.8
fa_ha_area_share_pct=1.03
yosys.area_share.simple_pct=31.8
synth_cell_types=37
muxShareOfSynthArea_pct=2.48
synth-area-yosys_sq_um=1210
top_area_cell=dfxtp_1
top_cells_by_area=dfxtp_1, nor2_1, xnor2_1
synthCells=138
synth_flops=27

[detailed_routing]
drt_iter0_markers=42
diodes=0
wl_mm=2.09
drtAntennaViolNets=0
vias=938
wl_per_cell_um=7.67
drc_errors=0
dr.pass1.iters=4
vias_per_cell=3.45

[setup_path]
worstSetupEndpointType=output pin
path_cells=inv_1, nor2_1, clkdlybuf4s50_1
cp_max_fo=5
arrival_ps=1300
critical-path-top-delay-family=buffers and inverters
slowest_stage=clkdlybuf4s50_1
path_class=reg2out
worstPathBufferInverterCount=2
slowest_delay_ps=460
worstPathRequired_ps=7040
critPathLaunchType=register

[cts]
hold_buffers=0
clk_latency_ps=260
cts_setup_buffers=0
cts_buffer_depth=2
post_cts_resized=0
cts_root_buf=clkbuf_8
path_clk_slew_ps=90
clock-sinks=27
cts_made_buffers=3
htreeDepth=1
cts_tree=done

[placed_design]
io_buffer_count=2
hpwlAfterDp_mm=1.45
gp_congestion=0.794
dp_cells=268

[layout]
syn_to_final_growth_pct=18.1
instances_no_fill=272
layout-drive-gt1-share_pct=10.8

[grt]
first_global_vias=843
grt_pass1_wl_mm=3.73
grt_usage_pct=2.99
grt_overflow=0
antenna_found_initial=0
grt_max_degree=20

[power_and_ir_drop]
leakage_nw=0.468
power_uw=312
peakVddDrop_mv=0.0718
powerDensity_nw_per_um2=218

[worst_hold_path]
hold_path.class=reg2reg

[run_status]
status=complete, no violations

[flow_run]
max_cap_viol_count=0
openroad.warnings=25

-- path summary, 6_finish.rpt --
check                           slack, ps  depth (start not counted)                 from             endpoint
worst max-delay path                 5740                          3     state[0]$_DFF_P_                pulse
worst min-delay path                  450                          1  timer[0]$_SDFF_PP0_  timer[0]$_SDFF_PP0_
worst max register to register       6450                          6  timer[0]$_SDFF_PP0_     state[0]$_DFF_P_
worst min register to register        450                          1  timer[0]$_SDFF_PP0_  timer[0]$_SDFF_PP0_
-- layout by cell type (no fill, tap or decap), drive strengths merged, types with 4 or more instances in the layout --
cell type / count
and3: 4
clkbuf: 4
nor4: 5
xnor2: 6
or4: 6
nor2: 21
nor3: 6
a21oi: 9
dfxtp: 27
o21ai: 6
inv: 4
or3: 4
-- per-layer routing --
metal  track usage, %  up-vias  share of wire [%]
met2             4.57       10                 42
met1             4.04      426                 51
met4                0        0                  0
li1                 -      502                  -
met3             1.38        0                6.6
met5                0        -                  0
-- state kept, by name (all words and copies together), names as in the netlist --
signal	count
timer	25
state	2
-- final cells by class --
cell class | instances | area (sq um)
tap | 133 | 166
sequential | 27 | 541
inverter | 4 | 15.0
timing repair buffer | 3 | 27.5
clock buffer | 4 | 45.0
multi-input combinational | 101 | 637
fill | 1102 | 8340
-- metrics by stage --
step	setup slack [ps]	instance area (sq um)	util, %
global placement	5480	1390	14.2
CTS	5710	1430	14.6
finish	5740	1430	14.6
floorplan	5910	1210	-
detailed placement	5480	1390	14.2
global route	5600	1430	14.6
-- logic make-up (layout without fill, tap and decap cells) --
kind of cell	Yosys count	in the layout
buffers and inverters	10	11
XOR/XNOR	7	7
multiplexers	3	3
adder cells (fa/ha/maj)	1	1
AND-OR/OR-AND	23	23
flip-flops	27	27
AND/OR/NAND/NOR	67	67
-- worst reg2reg max path, stage by stage (launching register included) --
cell     delay [ps]
dfxtp_1         330
inv_1            50
ha_1            170
or3b_2          480
or2_2           370
or4b_4          570
o32a_1          290
-- where the power goes --
| part | total (mW) | internal, mW | switching (mW) | leakage (nW) |
|---|---|---|---|---|
| Sequential | 0.180 | 0.152 | 0.0271 | 0.223 |
| Combinational | 0.0650 | 0.0327 | 0.0324 | 0.223 |
| Clock | 0.0675 | 0.0323 | 0.0351 | 0.0228 |
-- synth_stat cells, types with 2 or more instances --
master    number
clkbuf_1       4
and3_1         4
nand2b_1       2
and2_1         3
nor2_1        21
nand2_1        3
o21ai_0        6
xnor2_1        6
o31ai_1        2
or3b_2         3
dfxtp_1       27
or4_1          5
mux2i_1        3
nand3_1        3
a31o_2         2
nor4_1         4
inv_1          4
a21oi_1        9
nor3_1         6
or3_1          4
Power figures rest on the tool's default switching activity, not on a simulated workload.
