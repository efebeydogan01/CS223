File: design.v
`timescale 1ns / 1ps
module registerFile( input logic clk, reset, writeEnable, input logic [3:0] writeAddress, input logic [7:0] writeData,
                     input logic [3:0] readAddress1, readAddress2,
                     output logic [7:0] readData1, readData2);
    logic [7:0] registers [15:0];
    initial begin
        for ( int i = 0; i < 16; i++) begin
            registers[i] = 8'b0;
        end
    end
    always_ff @(posedge clk, posedge reset)
        if ( reset) begin
            for ( int i = 0; i < 16; i++) begin
                registers[i] = 8'b0;
            end
        end
        else if ( writeEnable) begin
            registers[writeAddress] <= writeData;
        end 
    assign readData1 = registers[readAddress1];
    assign readData2 = registers[readAddress2];                           
endmodule
File: run.sh
#!/bin/bash
# OpenROAD 26Q1-2900-gdf79404cd8, Yosys 0.63+post, stock flow scripts
make -C /OpenROAD-flow-scripts/flow DESIGN_CONFIG=/design/flow/config.mk WORK_HOME=/design/flow/orfs finish
File: config.mk
export PLATFORM = sky130hd
export DESIGN_NAME = registerFile
export DESIGN_NICKNAME = registerFile
export VERILOG_FILES = /design/flow/design.v
export SDC_FILE = /design/flow/constraint.sdc
export NUM_CORES = 4
export LEC_CHECK = 1
export CORE_UTILIZATION = 30
File: constraint.sdc
current_design registerFile

set clk_period 3.1
set clk_io_pct 0.2

create_clock -name clk0 -period $clk_period [get_ports {clk}]

set non_clock_inputs [all_inputs -no_clocks]
set_input_delay [expr $clk_period * $clk_io_pct] -clock clk0 $non_clock_inputs
set_output_delay [expr $clk_period * $clk_io_pct] -clock clk0 [all_outputs]
==> Changelog: implementation <==
### Metrics

* Status: completed
* R2R Path End: registers[9][5]
* Crit-path cells: buf_2 > bufbuf_16 > and2_4 > buf_4 > a22oi_2 > o32ai_2 > o32a_1 > clkdlybuf4s50_1
* Leakage power at 4.14 nW
* Std cell rows at 56
* PD cells at 602 nW/um2
* Area delta synth->final at 37.0%
* Num CTS Buffers at 17
* Most area-consuming cells after synthesis: dfrtp_1, mux2_2, a22oi_1, mux2i_1, nor2_1
* Worst reg-to-reg setup slack at 2.24 ns
* Commonest Layout Cell: mux2_2
* DP Wirelength at 18.2 mm
* DRC Markers at 0
* Fillers at 2,189
* Routed via count at 6,151
* Slew HR at 54.3%
* Die height at 156 um
* Vias in the first global route at 6,284
* Top cell area share at 44.8%
* Fmax at 0.325 GHz
* Yosys Instances at 642
* CP max-delay cell: clkdlybuf4s50_1
* Grt total ovfl at 0
* First-pass GRT wire length at 38.1 mm
* Final worst path period share at 99.1%
* Syn Area/Cell at 11.1 um2
* HP Class: in -> async
* Ys flop type: dfrtp_1
* Top flop regs: registers x128
* Worst slew pin tran at 0.683 ns
* Log Warnings at 26
* Drt pass-1 iters at 13
* Init Core Util at 30.6%
* Vias per cell at 5.56
* Number of enable flip-flop cells at 0
* Pins over their slew limit at 0
* Ports at 39
* Fin worst setup slack at 0.0275 ns
* Die area at 24,500 um2
* Clock Tree Buf Depth at 2
* Top delay family on crit path: buffers and inverters
* Placed Area at 8590 um2
* Maximum vdd drop at 0.285 mV
* Leading area contributor after synthesis: dfrtp_1
* Critical R2R Launch: registers[9][5]
* Pre-CTS WS at -0.395 ns
* WL/cell at 22.4 um
* Max reg flops at 128
* Unrepaired setup endpoints after global routing: true
* CP startpoint kind: input pin
* Met1 global-route usage at 31.0%
* Max stage delay on crit path at 0.41 ns
* Largest net degree at the start of global routing at 74
* Sequential cell area at 3200 um2
* Most instantiated logic cells after routing: mux2_2, dfrtp_1, buf_4
* Cell area after synthesis at 7150 um2
* Final setup fails at 0
* Biggest register: registers
* Core Box Area at 23,400 um2
* Synth warn at 2
* Clock root buffer master: clkbuf_16
* Met2 Use GR at 32.3%
* Asr flop ratio synth at 100%
* GR Util met3 at 5.98%
* Hold slack at 0.499 ns
* GRT Max-Usage Layer: met2
* Clk sink count at 128
* Yosys Chip Area at 7150 um2
* Synth Register Bits at 128
* Post-route ant nets at 0
* Placed Cells at 1,059
* Die W at 156 um
* Power Total at 5.90 mW
* Worst Setup Path Type: in -> out
* Max Cap Viol at 0
* N_diodes at 0
* Beginning of the critical path: readAddress2[2]
* Clock Skew at 0 ns
* Finished Cell Area at 9800 um2
* Buf/Inv on CP at 4
* Arrival time at the worst endpoint at 2.45 ns
* CTS tree: yes
* Total wire length at 24.8 mm
* GPL Wtd Cong at 0.977
* Final cell count without fillers at 1,106
* Logic area at 4010 um2
* Reg clk slew, reported paths at 0.06 ns
* Crit end category: output port
* Initial DRC Count at 390
* Distinct lib cells at 48
* Fin. Hold Viols at 0
* Port bufs at 38
* Minimum clock period at 3.07 ns
* Fraction of layout cells with a size suffix above 1 at 47.4%
* GRT Overall Usage at 21.8%
* Post-Synthesis Cells at 642
* Reg2Reg Depth at 1
* Crit path DRT at 2.48 ns
* CTS H-tree lvls at 4
* Clk latency late pin at 0.42 ns
* Initial antenna violation count at 0
* Sequential fraction of the synthesis area at 44.8%
* Worst Path Max Fanout at 7
-- cell families (layout without fill, tap and decap cells) --
group	Yosys count	after routing	share of synthesized area (%)
and+or+nand+nor	145	145	10.0
muxes	161	161	26.0
DFF	128	128	44.8
buffers and inverters	56	201	3.73
AOI/OAI and AO/OA	152	152	15.4
-- power by group --
part / total (mW) / switching (mW) / internal, mW
registers: 2.48 / 0.420 / 2.06
clock network: 2.12 / 0.759 / 1.36
logic: 1.29 / 0.528 / 0.762
total: 5.90 / 1.71 / 4.19
-- worst max-delay path by stage --
| stage | depth (start not counted) | slack (ns) | end |
|---|---|---|---|
| 4_1_cts | 9 | 0.006 | readData2[5] |
| 5_1_grt | 9 | -0.05 | readData1[2] |
| 6_report | 8 | 0.03 | readData2[5] |
-- stage by stage --
| stage | util (%) | setup TNS [ns] |
|---|---|---|
| floorplan | - | 0 |
| global placement | 36.7 | -4.76 |
| detailed placement | 36.7 | -4.64 |
| CTS | 41.2 | 0 |
| global route | 41.9 | -0.0899 |
| finish | 41.9 | 0 |
-- Yosys cell counts, types with 2 or more instances --
cell type,number
buf_4,6
nor2b_1,21
nand4_1,2
or3_1,3
mux2_2,134
o2111ai_1,2
a32oi_1,5
o22ai_1,16
a31oi_1,10
o21ai_0,12
inv_1,6
nand3b_1,3
dfrtp_1,128
mux4_2,5
buf_2,21
a22oi_1,37
nor3_1,8
clkbuf_1,22
a221oi_1,11
o32ai_1,2
nand3_1,12
a32o_1,7
a21oi_1,24
a22o_1,7
mux2i_1,20
nand2b_1,12
nor2_2,9
nor2_1,46
o211ai_1,4
nand2_1,23
o32a_1,7
-- routing by layer --
layer	vias up	part of all wire, %	wire, um
li1	2719	-	-
met1	3104	43	10600
met2	266	44	11000
met3	62	8.2	2040
met4	0	4.6	1140
met5	-	0	0
-- what timing repair did --
item | CTS | global route
gates cloned | 3 | 0
hold buffers | 0 | 0
pin swaps | 17 | 20
endpoints found under the setup margin | 16 | 11
setup buffers | 12 | 1
resized | 86 | 43
-- area by class of cell --
type | instances | share of cell area, %
Multi-Input combinational cell | 458 | 40.9
Inverter | 6 | 0.268
Clock buffer | 18 | 4.48
Timing Repair Buffer | 164 | 15.6
Clock inverter | 13 | 1.90
Tap cell | 319 | 4.07
Sequential cell | 128 | 32.7
Power figures rest on the tool's default switching activity, not on a simulated workload.
